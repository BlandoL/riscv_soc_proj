===== /design/flow/design.v =====
module icb_dec 
#(parameter aw = 8) 
(
input                           icb_wr,
input [aw-1:0]                  icb_wadr, 
input                           icb_rd,
input [aw-1:0]                  icb_radr, 
output reg [(1<<aw)-1:0]        icb_wbus, 
output reg [(1<<aw)-1:0]        icb_rbus
);
reg [(1<<aw)-1:0] wcnt;
reg [(1<<aw)-1:0] rcnt;
always @(icb_wr or icb_wadr)
begin
	for(wcnt=0;wcnt<(1<<aw);wcnt=wcnt+1)
	begin
		icb_wbus[wcnt] = icb_wr & (icb_wadr[aw-1:0] == wcnt[aw-1:0]);
	end
end
always @(icb_rd or icb_radr)
begin
	for(rcnt=0;rcnt<(1<<aw);rcnt=rcnt+1)
	begin
		icb_rbus[rcnt] = icb_rd & (icb_radr[aw-1:0] == rcnt[aw-1:0]);
	end
end
endmodule

===== /design/flow/run.sh =====
#!/bin/bash
# OpenROAD 26Q1-2900-gdf79404cd8, Yosys 0.63+post, stock flow scripts
make -C /OpenROAD-flow-scripts/flow DESIGN_CONFIG=/design/flow/config.mk WORK_HOME=/design/flow/orfs finish

===== /design/flow/config.mk =====
export PLATFORM = sky130hd
export DESIGN_NAME = icb_dec
export DESIGN_NICKNAME = icb_dec
export VERILOG_FILES = /design/flow/design.v
export SDC_FILE = /design/flow/constraint.sdc
export NUM_CORES = 4
export LEC_CHECK = 1
export CORE_AREA = 10 10 209 209
export DIE_AREA = 0 0 219 219

===== /design/flow/constraint.sdc =====
current_design icb_dec

set clk_period 13.2
set clk_io_pct 0.2

create_clock -name clk0 -period $clk_period

set non_clock_inputs [all_inputs -no_clocks]
set_input_delay [expr $clk_period * $clk_io_pct] -clock clk0 $non_clock_inputs
set_output_delay [expr $clk_period * $clk_io_pct] -clock clk0 [all_outputs]

==> reports/metrics.cfg <==
[synth]
syn_area_mm2=0.00389
ys_area_mm2=0.00389
yosys.stat.seqShare_pct=0
synth.distinct_cells=18
syn_inst=730
yosys.area.top_type=nor3_1
synth_top_area_share_pct=60.7
avgSynthCellArea_um2=5.33
yosys_warnings=1
yosys-stat-cells=730
area_leaders=nor3_1, clkbuf_1, nor3_2

[worst_setup_path]
required_ns=10.56
path_buffers=2
cp_top_family=buffers and inverters
critical_path_class=primary input to output pin
path_cells=clkdlybuf4s50_1 > nand4_1 > nor3_1 > clkdlybuf4s50_1
slowest_delay_ns=0.82
worstPathMaxFanout=16
worstPathArrival_ns=5.18
endpoint_kind=output pin
cp_common_cell=clkdlybuf4s50_1
cp_slowest_cell=nand4_1
crit_path_start_kind=primary input

[routing]
drtAntennaViolNets=0
routed_via_density=4.35
drt_iter0_drc=577
drc_errors=0
diodes=0
post_drt_wl_per_cell_um=19.3
vias=7066
wl_um=31400
drt_first_pass_iters=5

[layout]
nFillCells=4241
ff_count=0
utilization_pct=23.9
lay_top_cells=clkdlybuf4s50_1, nor3_1, nor3_2
ff_latch_area_um2=0
post-route-cell-area_mm2=0.00930
syn2layout_area_growth_pct=139
drive_gt1_share_pct=6.50
clkbuf_count=0
lay_top_count=clkdlybuf4s50_1

[final_timing]
finalCritPeriodShare_pct=59.2
fin_setup_tns_ns=0
finalWorstSetupSlack_ns=5.38
fmax_mhz=128
maxSlewHeadroom_pct=39.6
slew_viol_final=0
min_period_ns=7.82
worst_pin_slew_ns=0.904
setup_viol_count_final=0
rsz0062_at_grt=false
hold_viol=0

[pwr]
p_int_mw=0.0191
power_frac_comb_pct=100.0
netSwitchingPower_mw=0.0698
peakVddDrop_mv=0.0163
fin_total_pwr_mw=0.0888
switching_share_pct=78.5
pwr-share-seq_pct=0
powerDensity_mw_per_mm2=9.55
p_leak_nw=2.09
p_clk_share_pct=0

[global_route]
antenna_found_initial=0
grt_pass1_vias=6084
grt_max_degree=65
grt_pass1_wl_um=44000
overflow=0
grt_usage_pct=11.6

[die]
chip_area_mm2=0.0480
fp-utilization_pct=9.99
core_region_area_mm2=0.0389
ios=530
fp.dieH_um=219
die.size.x_um=219
rows=72

[job]
log.warning_count=32
max_cap_violations=0

[min_path]
hold_class=primary input to output pin

[placed_design]
hpwl_um=23900
gp_congestion=0.848
post_dp_cell_area_mm2=0.00930
port-buffer-count=530
preCtsSetupSlack_ns=5.43

[run_status]
status=complete, no violations

[clock_tree]
cts_hold_buf=0
cts_resized=0
cts_setup_buffers=0

-- power groups by stage --
stage | clock network, mW | registers, mW | logic, mW
global route | 0 | 0 | 0.0949
CTS | 0 | 0 | 0.0876
finish | 0 | 0 | 0.0888
-- routing by layer --
layer  global-route usage (%)  routed length [µm]
met5                        0                   0
met4                     1.10                 350
met3                     1.71                1940
met2                     22.0               17700
met1                     14.0               11500
-- worst paths after layout --
path / start / to / slack, ns / cells past startpoint
min: icb_radr[0] / icb_rbus[145] / 6.33 / 4
max: icb_wadr[4] / icb_wbus[255] / 5.38 / 4
-- Yosys cell counts --
cell	count
or2_2	2
or4_4	2
nand3_1	2
nand4b_1	8
buf_1	35
buf_6	6
nor3_1	472
nor3_2	40
or3b_1	2
nand4_1	2
nand3b_1	4
nand2_1	2
nand2b_1	4
nand4bb_1	12
or4b_1	8
buf_4	2
clkbuf_1	117
buf_2	10
-- cell type report --
type | instances | area [µm²] | share of cell area (%)
well taps | 518 | 648 | 6.97
multi-input cells | 560 | 3210 | 34.5
repair buffers | 548 | 5440 | 58.5
-- tightest hold or removal path: cells and delay by family --
kind | cells | cell delay, ns
buffers and inverters | 2 | 0.89
and+or+nand+nor | 2 | 0.16
-- logic make-up (layout without fill, tap and decap cells) --
group                  Yosys count  in the layout  synth area share [%]
buffers and inverters          170            548                  18.1
AND/OR/NAND/NOR                560            560                  81.9
-- through the flow --
step	hold slack, ns	instances
final	6.33	1626
after detailed placement	6.35	1626
after global routing	6.38	1626
after global placement	6.35	1626
after CTS	6.35	1626
after floorplan	5.51	730
Power is estimated from default activity; no workload was simulated.
